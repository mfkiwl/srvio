$ cat /design/flow/design.v
typedef enum {
	BR_PRED_CNT			= 0,
	BR_PRED_CORRELATE	= 1,
	BR_PRED_GSHARE		= 2,
	BR_PRED_PERCEPTRON	= 3,
	BR_PRED_TAGE		= 4
} BrPredType_t;
typedef enum logic [3-1:0] {
	BRTYPE_NONE		= 'b000,	 
	BRTYPE_BRANCH	= 'b001,	 
	BRTYPE_JUMP		= 'b010,	 
	BRTYPE_CALL		= 'b011,	 
	BRTYPE_RET		= 'b100,	 
	BRTYPE_CALLRET	= 'b101		 
} BrInstType_t;
module br_pred_cnt #(
	parameter ADDR = 64,
	parameter CNT = 2,
	parameter DEPTH = 1024,
	parameter PRED_MAX = 4
)(
	input wire				clk,
	input wire				reset_,
	input wire				flush_,
	input wire [ADDR-1:0]	br_pc,
	output wire				br_pred,
	input wire [ADDR-1:0]	commit_pc,
	input wire				br_commit_,
	input wire				br_result,		 
	input wire				br_pred_miss_
);
	localparam PTR = $clog2(DEPTH);
	localparam CNT_MAX = {CNT{1'b1}};
	localparam CNT_MIN = {CNT{1'b0}};
	localparam CNT_DEF = ( CNT_MAX / 2 );	 
	localparam BYTE = 8;
	localparam ADDR_OFS = $clog2(32/BYTE);
	reg [CNT-1:0]			cnt [DEPTH-1:0];
	wire [PTR-1:0]			pred_ptr;
	wire [CNT-1:0]			pred_cnt;
	wire					tr_pred;
	wire [PTR-1:0]			tr_ptr;
	logic [CNT-1:0]			next_cnt [DEPTH-1:0];
	assign br_pred = pred_cnt[CNT-1];
	assign pred_ptr = br_pc[PTR+ADDR_OFS-1:ADDR_OFS];
	assign pred_cnt = cnt[pred_ptr];
	assign tr_ptr = commit_pc[PTR+ADDR_OFS-1:ADDR_OFS];
	int ci;
	always_comb begin
		for ( ci = 0; ci < DEPTH; ci = ci + 1 ) begin
			if ( !br_commit_ && ( ci == tr_ptr ) ) begin
				if ( br_result == 0 ) begin
					next_cnt[ci] =
						( cnt[ci] == CNT_MIN ) ? CNT_MIN : cnt[ci] - 1'b1;
				end else begin
					next_cnt[ci] =
						( cnt[ci] == CNT_MAX ) ? CNT_MAX : cnt[ci] + 1'b1;
				end
			end else begin
				next_cnt[ci] = cnt[ci];
			end
		end
	end
	int i;
	always_ff @( posedge clk or negedge reset_ ) begin
		if ( reset_ == 1'b0 ) begin
			for ( i = 0; i < DEPTH; i = i + 1 ) begin
				cnt[i] <= CNT_DEF;
			end
		end else begin
			for ( i = 0; i < DEPTH; i = i + 1 ) begin
				cnt[i] <= next_cnt[i];
			end
		end
	end
endmodule
$ cat /design/flow/config.mk
export PLATFORM = sky130hd
export DESIGN_NAME = br_pred_cnt
export DESIGN_NICKNAME = br_pred_cnt
export VERILOG_FILES = /design/flow/design.v
export SDC_FILE = /design/flow/constraint.sdc
export NUM_CORES = 4
export LEC_CHECK = 1
export CORE_UTILIZATION = 50
$ cat /design/flow/run.sh
#!/bin/bash
# OpenROAD 26Q1-2900-gdf79404cd8, Yosys 0.63+post, stock flow scripts
make -C /OpenROAD-flow-scripts/flow DESIGN_CONFIG=/design/flow/config.mk WORK_HOME=/design/flow/orfs finish
$ cat /design/flow/constraint.sdc
current_design br_pred_cnt

set clk_period 33.7
set clk_io_pct 0.2

create_clock -name clk0 -period $clk_period [get_ports {clk}]

set non_clock_inputs [all_inputs -no_clocks]
set_input_delay [expr $clk_period * $clk_io_pct] -clock clk0 $non_clock_inputs
set_output_delay [expr $clk_period * $clk_io_pct] -clock clk0 [all_outputs]
==> reports/metrics.yaml <==
tool_warnings: 203
numSynthFlops: 2048
regMostFlops: "cnt"
powerDensity_nw_per_um2: 40.1
rows: 180
pwr-share-seq_pct: 45.9
postRouteAntennaNets: 0
drtIter0Drc: 14900
setup_violations: 0
fin_area_um2: 134000
top_cell_area_share_pct: 22.3
worstPathArrival_ps: 14090
hold_viol_final: 0
hp-class: "register to register"
drcViolationCount: 0
p_leak_uw: 0.0528
postCtsSetupRepairBufs: 0
ys_cells: 16200
setup-tns-final_ps: 0
area_growth_pct: 11.1
wl_per_cell_um: 30.9
grt_antenna_before_repair: 93
grt_pass1_wl_mm: 843
period_used_pct: 61.8
slowest_stage: "a211oi_1"
post-place-cells: 19100
path_class: "input pin to output port"
pwr-share-clk_pct: 46.7
core_um2: 240000
first_pass_iters: 9
postPlaceCellArea_um2: 127000
wl_mm: 607
top_cell: "nor2_1"
tightest_slew_ps: 1570
fin_crit_ps: 20830
switching_share_pct: 26.2
grt_start_max_net_pins: 163
cts.clk_slew.worst_paths_ps: 60
syn_area_per_cell_um2: 7.48
dieArea_um2: 244000
ctsHoldBuffers: 0
cts_buffer_depth: 3
pin_count: 135
vias_per_cell: 6.54
top_cells_by_count: "nor2_1 (4261), a21oi_1 (3149), nand2_1 (1387)"
top_regs: "cnt: 2048 flops"
crit_top_cell: "buf_4"
cts_buffers: 222
initCoreUtil_pct: 50.3
yosys_warnings: 3
port_buffers: 24
cts.sinks: 2048
start_kind: "input pin"
drive_above_1_share_pct: 18.3
stdcell_count: 19600
cp_num_buf_inv: 6
crit_fanout: 31
violations: "capacitance limit, slew limit"
p_int_uw: 3970
finClkSkew_ps: 59.0
cp_top_family: "buffers and inverters"
cts_resized: 0
htree_levels: 4
fmax_mhz: 48.0
largest_reg_flops: 2048
final-max-slew-violation-count: 6
p_sw_uw: 1410
syn_inst: 16200
grt_pass1_vias: 115000
fp.dieH_um: 494
cts_tree: "done"
drv_cap: 1
slew_headroom_pct: -4.98
globalRouteOverflowTotal: 0
top_area_cell: "dfstp_2"
crit_chain: "buf_2 -> buf_4 -> or4b_1 -> buf_4 -> buf_4 -> nor2_1 -> buf_4 -> a222oi_1 -> o211ai_1 -> a211oi_1 -> o311ai_1 -> or4_1 -> nor4_1 -> nand4_1 -> mux2_4 -> clkdlybuf4s50_1"
synthesis.area_um2: 121000
die_w_um: 494
max_stage_delay_ps: 920
vias: 128000
ff_type: "dfstp_2"
worstPathRequired_ps: 26960
clkLatencyLatePin_ps: 910
synth-edff-count: 0
synth-async-reset-ratio_pct: 100
topCellsByArea: "dfstp_2 (22%), dfrtp_1 (21%), nor2_1 (13%)"
post-dp-hpwl_mm: 426
grt_usage_pct: 51.4
status: "finished with violations"
ys_area_um2: 121000
synth_cell_types: 88
ys_seq_share_pct: 43.5
clockRootBuffer: "clkbuf_16"
end_kind: "output port"
gp_congestion: 1.15
rsz0062_at_grt: "false"
peakVddDrop_mv: 0.0463
finalPower_uw: 5380
combinationalPowerShare_pct: 7.4
-- stage by stage --
stage	worst slack, ps	util (%)	hold slack, ps
floorplan	17670	-	495
global placement	13510	52.7	502
detailed placement	13600	52.7	509
CTS	13580	55.8	520
global route	13200	55.8	539
finish	12870	55.9	517
-- cells in the final DEF (no fill, tap or decap), types with 83 or more instances in the layout --
cell type	netlist	final
nor2_1	4261	4221
a21oi_1	3149	3149
nand2_1	1387	1386
nor3_1	1100	1088
dfstp_2	1024	1024
dfrtp_1	1024	1024
or3_1	999	998
or2_2	987	987
buf_4	20	509
clkbuf_16	0	223
a22oi_1	217	217
o21ai_0	205	205
nand3_1	109	109
diode_2	0	91
a31oi_1	84	84
clkbuf_1	430	83
-- final cells by class --
cell class | instances | area, um^2
multi-input cells | 13300 | 65600
flip-flops and latches | 2048 | 52500
repair buffers | 544 | 4300
fillers | 20700 | 106000
diodes | 91 | 228
well taps | 3185 | 3990
inverters | 40 | 150
clock inverters | 55 | 737
clock buffers | 367 | 6730
-- path summary, 6_finish.rpt --
path                                         start                      end  slack (ps)  depth (start not counted)
max                                       br_pc[9]                  br_pred       12870                         16
min                        cnt[511][0]$_DFFE_PN1P_  cnt[511][0]$_DFFE_PN1P_         520                          2
max reg2reg                cnt[651][1]$_DFFE_PN0P_  cnt[651][0]$_DFFE_PN1P_       32290                          3
min reg2reg                cnt[511][0]$_DFFE_PN1P_  cnt[511][0]$_DFFE_PN1P_         520                          2
max in group asynchronous                   reset_   cnt[24][0]$_DFFE_PN1P_       22710                          8
min in group asynchronous                   reset_   cnt[74][1]$_DFFE_PN0P_        5710                          1
-- power groups by stage --
stage / logic [uW] / clock network, uW / registers, uW
CTS: 379 / 2530 / 2470
global route: 410 / 2620 / 2470
finish: 400 / 2510 / 2470
-- cells by family (layout without fill, tap and decap cells) --
group | count (synthesis) | after routing | share of synthesized area, %
simple gates | 9145 | 9145 | 34.7
flops | 2048 | 2048 | 43.5
mux | 5 | 5 | 0.0466
compound gates | 4146 | 4146 | 19.1
buf+inv | 803 | 1006 | 2.69
other cells | 0 | 91 | 0
xor+xnor | 5 | 5 | 0.0362
-- routing by layer --
| metal | global-route usage (%) | vias to the layer above | share of wire (%) |
|---|---|---|---|
| met5 | 1.19 | - | 0.094 |
| met3 | 29.5 | 2122 | 16 |
| met1 | 65.7 | 61800 | 36 |
| met4 | 38.7 | 62 | 9.6 |
| li1 | - | 56800 | - |
| met2 | 64.8 | 7664 | 39 |
-- worst register-to-register path: stages, from the launching register on --
cell	delay, ps
dfrtp_1	680
or2_2	430
a21oi_1	170
nor3_1	60
Power is estimated from default activity; no workload was simulated.
